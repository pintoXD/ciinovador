## flow/config.mk

```make
export PLATFORM = sky130hd
export DESIGN_NAME = register32_bank
export DESIGN_NICKNAME = register32_bank
export VERILOG_FILES = /design/flow/design.v
export SDC_FILE = /design/flow/constraint.sdc
export NUM_CORES = 4
export LEC_CHECK = 1
export CORE_UTILIZATION = 40
```

## flow/constraint.sdc

```tcl
current_design register32_bank

set clk_period 15.5
set clk_io_pct 0.2

create_clock -name clk0 -period $clk_period [get_ports {clk}]

set non_clock_inputs [all_inputs -no_clocks]
set_input_delay [expr $clk_period * $clk_io_pct] -clock clk0 $non_clock_inputs
set_output_delay [expr $clk_period * $clk_io_pct] -clock clk0 [all_outputs]
```

## flow/design.v

```verilog
`timescale 1ns/1ps
module register32(
    input logic clk, reset,
    input logic [31:0]in_word,
    output logic [31:0]out_word
);
always_ff@(posedge clk)begin
    if (~reset)
        begin
            out_word <= 32'b0;
        end
    else
        begin
            out_word <= in_word;
        end
end
endmodule
`timescale 1ns/1ps
module register32_bank(
    input logic clk, rst, we5,
    input logic [4:0]wa5, 
    input logic [4:0]ra1, ra2,
    input logic [31:0]wd32,  
    output logic [31:0] rd1, rd2  
);
logic [31:0]X32_in_word [31:0];  
logic [31:0]X32_out_word [31:0];  
genvar i;
generate
    for(i=0; i<32; i=i+1) begin
        register32 X(.clk(clk), .reset(1'b1), .in_word(X32_in_word[i]), .out_word(X32_out_word[i]));
    end
endgenerate
always_ff @(posedge clk) begin
    if(~rst) begin
            int indexer;
            for(indexer = 0; indexer < 32; indexer = indexer + 1) begin
                X32_in_word[indexer] <= 32'h0;
            end
    end
    else if(we5 && wa5 != 5'h00) begin
        X32_in_word[wa5] <= wd32;
    end
end
always_comb 
begin
    rd1 = X32_out_word[ra1];
    rd2 = X32_out_word[ra2];
end
endmodule
```

## flow/run.sh

```bash
#!/bin/bash
# OpenROAD 26Q1-2900-gdf79404cd8, Yosys 0.63+post, stock flow scripts
make -C /OpenROAD-flow-scripts/flow DESIGN_CONFIG=/design/flow/config.mk WORK_HOME=/design/flow/orfs finish
```

==> flow_metrics.env <==
# source this file to load flow results
export IMPL_outcome="completed"
export IMPL_yosysCellCount=5947
export IMPL_drtAntennaViolNets=0
export IMPL_final_layout_size_suffix_gt1_share_pct=14.19
export IMPL_tns_ns=0
export IMPL_cts_tree="yes"
export IMPL_flop_area_um2=51250
export IMPL_die_h_um=435.1
export IMPL_fin_area_um2=88340
export IMPL_ios=114
export IMPL_cts_resized_gates=0
export IMPL_wl_per_cell_um=49.13
export IMPL_clkTransAtPathRegs_ns=0.07
export IMPL_p_per_area_nw_per_um2=140.9
export IMPL_drv_cap=0
export IMPL_synth_cells=5947
export IMPL_avgSynthCellArea_um2=12.62
export IMPL_drc_errors=0
export IMPL_h_tree_depth=4
export IMPL_first_global_vias=55520
export IMPL_track_usage_pct=49.24
export IMPL_hpwl_um=276600
export IMPL_via_per_inst=6.500
export IMPL_root_buffer="clkbuf_16"
export IMPL_cp_required_ns=12.40
export IMPL_timing_hold_ws_ns=0.3047
export IMPL_gp_congestion=1.075
export IMPL_worstSetupEndpointType="output port"
export IMPL_hold_depth=0
export IMPL_cts_sinks=2048
export IMPL_hold_viol_final=0
export IMPL_ff_type="edfxtp_1"
export IMPL_grt_max_degree=69
export IMPL_fp_dieW_um=435.1
export IMPL_die_area_um2=189300
export IMPL_setup_violations=0
export IMPL_ys_seq_share_pct=68.30
export IMPL_grt_pass1_wl_um=564200
export IMPL_worst_pin_slew_ns=1.152
export IMPL_stdcell_count=8941
export IMPL_leakage_nw=33.00
export IMPL_io_buffers=113
export IMPL_edf_count=1024
export IMPL_async_reset_ff_share_pct=0
export IMPL_slew_violations=0
export IMPL_rr_worst_depth=0
export IMPL_warnings=27
export IMPL_crit_fanout=42
export IMPL_netlist_area_um2=75040
export IMPL_vias=58120
export IMPL_hold_class="reg2reg"
export IMPL_dp_cells=8401
export IMPL_rows=158
export IMPL_rsz0062_at_grt="false"
export IMPL_nFillCells=16380
export IMPL_synth_flop_count=2048
export IMPL_slew_headroom_pct=22.25
export IMPL_wl_um=439300
export IMPL_startpoint_type="primary input"
export IMPL_drt_initial_drc_count=7003
export IMPL_fmax_ghz=0.09137
export IMPL_dr_pass1_iters=6
export IMPL_finalCritPeriodShare_pct=70.61
export IMPL_synth_warnings=3
export IMPL_areaGrowthSynthToFinish_pct=17.73
export IMPL_core_area_um2=185800
export IMPL_antenna_found_initial=88
export IMPL_holdBufCountCts=0
export IMPL_peakVddDrop_mv=0.09580
export IMPL_fp_util_pct=40.38
export IMPL_post_cts_buffers=0
export IMPL_arrival_ns=7.84
export IMPL_path_class="in2out"
export IMPL_clock_path_buffers=3
export IMPL_yosys_stat_area_um2=75040
export IMPL_insertion_delay_ns=0.90
export IMPL_cts_made_buffers=209
export IMPL_postPlaceCellArea_um2=80670
export IMPL_period_minus_slack_ns=10.94
export IMPL_comb_area_um2=22410
export IMPL_synth_cell_types=80
export IMPL_fin_skew_ns=0.04003
export IMPL_grt_overflow_total=0
## cells by family (layout without fill, tap and decap cells)
family / count (synthesis) / after routing / share of synthesized area [%]
AOI/OAI and AO/OA: 701 / 701 / 7.280
and+or+nand+nor: 2552 / 2552 / 19.89
DFF: 2048 / 2048 / 68.30
other: 1 / 173 / 0.004998
muxes: 103 / 103 / 1.426
buffers and inverters: 542 / 884 / 3.103
## critical path: stages
cell and delay (ns):
buf_4 0.57, buf_4 0.65, or3b_2 0.67, nor2_4 0.38
buf_4 0.68, a22oi_1 0.13, and4_1 0.24, a31oi_1 0.63
clkdlybuf4s50_1 0.61
## layer usage
metal	vias to the layer above	GRT usage, %	wire length, um
li1	22480	-	-
met1	28830	59.38	149000
met2	5124	65.23	184600
met3	1608	32.36	69330
met4	80	31.42	34910
met5	-	4.839	1418
## synthesized netlist by cell type (all sizes together), types with 8 or more instances
library cell,count,area share (%)
dfxtp,1024,27
edfxtp,1024,41
and2,996,8.3
nand3,636,4.3
clkbuf,346,1.7
a22oi,273,2.7
and3,268,2.2
nand4,208,1.7
buf,182,1.3
nor2,138,0.75
a2111oi,87,1.0
mux2i,81,1.1
nand2,56,0.28
nor3,53,0.38
o21ai,50,0.33
a22o,40,0.47
o32a,36,0.48
a21oi,34,0.23
nand3b,34,0.37
a31oi,29,0.24
nor4,29,0.24
a211oi,22,0.22
mux2,21,0.32
or4,21,0.21
and4,20,0.23
nand2b,18,0.15
or3,18,0.15
a222oi,17,0.23
a221oi,16,0.19
nor2b,16,0.13
inv,14,0.070
nor3b,13,0.15
a32oi,12,0.14
a221o,11,0.15
o22ai,9,0.075
o32ai,9,0.11
o31a,8,0.093
or2,8,0.067
## registers in the layout, summed over array words and instances (netlist names)
| signal | count |
|---|---|
| X32_in_word | 1024 |
| genblk1.X.out_word | 1024 |
## stage by stage
stage / utilization [%] / power [mW] / setup slack [ns]
2_1_floorplan: - / 6.485 / 7.693
3_3_place_gp: 43.41 / 7.125 / 4.848
3_5_place_dp: 43.41 / 7.121 / 4.822
4_1_cts: 47.35 / 12.41 / 4.825
5_1_grt: 47.40 / 12.68 / 4.705
6_report: 47.54 / 12.45 / 4.556
## area by class of cell
class / count / area share, %
Sequential cell: 2048 / 58.01
Multi-Input combinational cell: 3388 / 25.37
Clock buffer: 277 / 6.674
Timing Repair Buffer: 471 / 4.365
Tap cell: 2480 / 3.513
Clock inverter: 122 / 1.609
Antenna cell: 141 / 0.3994
Inverter: 14 / 0.05949
## worst paths after layout
check | start | end | slack [ns]
setup reg to reg | X32_in_word[28][30]$_SDFFCE_PN0P_ | genblk1[28].X.out_word[30]$_DFF_P_ | 14.92
setup / recovery | ra2[4] | rd2[27] | 4.56
hold reg to reg | X32_in_word[14][29]$_SDFFCE_PN0P_ | genblk1[14].X.out_word[29]$_DFF_P_ | 0.30
hold / removal | X32_in_word[14][29]$_SDFFCE_PN0P_ | genblk1[14].X.out_word[29]$_DFF_P_ | 0.30
## placed cells by master (no fill, tap or decap), types with 39 or more instances in the layout
cell,netlist,layout
clkdlybuf4s50_1,0,102
a2111oi_0,82,82
nor2_2,9,45
nand3_1,634,634
and3_1,268,266
a22o_1,40,40
clkbuf_16,0,217
nand4_1,208,208
edfxtp_1,1024,1024
buf_4,13,359
and2_1,996,994
nand2_1,55,53
nor3_1,49,45
dfxtp_1,1024,1024
mux2i_1,81,81
diode_2,0,141
clkinv_2,0,39
a22oi_1,273,273
nor2_1,127,55
## where the power goes
group          internal [mW]  total [mW]  leakage, nW  switching [mW]
Sequential              5.98        6.17         18.4           0.188
Combinational          0.220       0.892         11.0           0.672
Clock                   3.13        5.38         3.56            2.25
Total                   9.33        12.4         33.0            3.11
Power figures rest on the tool's default switching activity, not on a simulated workload.
