## /design/flow/constraint.sdc

```tcl
current_design multiplier

set clk_period 1.0
set clk_io_pct 0.2

create_clock -name clk0 -period $clk_period [get_ports {clk}]

set non_clock_inputs [all_inputs -no_clocks]
set_input_delay [expr $clk_period * $clk_io_pct] -clock clk0 $non_clock_inputs
set_output_delay [expr $clk_period * $clk_io_pct] -clock clk0 [all_outputs]
```

## /design/flow/config.mk

```make
export PLATFORM = sky130hd
export DESIGN_NAME = multiplier
export DESIGN_NICKNAME = multiplier
export VERILOG_FILES = /design/flow/design.v
export SDC_FILE = /design/flow/constraint.sdc
export NUM_CORES = 4
export LEC_CHECK = 1
export CORE_UTILIZATION = 30
```

## /design/flow/design.v

```verilog
module multiplier (
    input logic clk, reset,
    input logic [31:0] input_a,
    input logic [31:0] input_b,
    output logic [31:0] result
);
logic signal_a, signal_b;
logic [7:0] exponent_a, exponent_b;  
logic [23:0] mantissa_a, mantissa_b;  
logic [22:0] mantissa_result;
logic [47:0] mantissa_temp;
logic [9:0] exponent_temp;
always_comb begin : blockName
    mantissa_temp = mantissa_temp;  
    exponent_temp = exponent_temp;  
    signal_a = input_a[31];  
    signal_b = input_b[31];  
    exponent_a = input_a[30:23];  
    exponent_b = input_b[30:23];  
    mantissa_a[23] = 1;
    mantissa_a[22:0] = input_a[22:0];   
    mantissa_b[23] = 1;
    mantissa_b[22:0] = input_b[22:0];   
    if (mantissa_a[22-:23] == 0 || mantissa_b[22-:23] == 0) begin  
        mantissa_temp = 0;  
        exponent_temp = 0;  
    end else begin
        mantissa_temp = mantissa_a * mantissa_b;  
        exponent_temp = exponent_a + exponent_b - 127;  
        if (mantissa_temp[47] == 1) begin  
            mantissa_temp = mantissa_temp >> 1;  
            exponent_temp = exponent_temp + 1;  
        end
    end
end
always_ff @(posedge clk, posedge reset) begin : clocked_block
    if (reset) begin
        result <= 32'b0;
    end else begin
        result[31] <= signal_a ^ signal_b;  
        result[30:23] <=  exponent_temp[7:0];  
        result[22:0] <= mantissa_temp[45:23];  
    end
end
endmodule
```

## /design/flow/run.sh

```bash
#!/bin/bash
# OpenROAD 26Q1-2900-gdf79404cd8, Yosys 0.63+post, stock flow scripts
make -C /OpenROAD-flow-scripts/flow DESIGN_CONFIG=/design/flow/config.mk WORK_HOME=/design/flow/orfs finish
```

==> run summary <==
Physical implementation

The flow ran to the end, but the final reports show violations. The final reports fail on setup timing. Endpoints failing hold in the final report were tallied at 0. The worst setup path is captured at a flop. The post-route DRC violation count is 0. The chip area line in the Yosys stat output reads 20,200 µm².

The number of detailed-routing iterations run before antenna repair is 5. The final critical path time including I/O delays and setup is approximately 6700 ps. The largest single stage delay on the critical path is between 500 and 600 ps.

Entering global routing, the biggest net connects 33 pins. For this design, the sink count on the clock tree is 32. For this run, the total global-route usage over all layers was measured as 0.199. The tree is rooted in a sky130_fd_sc_hd__clkbuf_16. By instance count after routing, the leading logic cell type is sky130_fd_sc_hd__inv_1.

The number of antenna violations at the first check in global routing is 1. In this run, distinct cell masters in the synthesized netlist total 55. The first global-routing pass estimated 98,700 µm of wire. In the placement report, post-DP HPWL is listed as 48,900 µm.

Per the synth stats, the flop cell with the highest instance count is sky130_fd_sc_hd__dfrtp_1. The number of global-route vias before repair came to between 15,000 and 20,000. The classification of the worst setup path is in2reg. The class of the tightest hold or removal check is in2async. The total via count in the routed design is approximately 16,000. The floorplan-stage core utilization is 0.306. Setup repair after global routing could not meet its margin everywhere.

The final layout report lists a filler cell count of 6,317. The TritonCTS buffer count is 5. The area inside the core boundary is about 66,000 µm². The cell count listed in synth_stat.txt is 2,314.

From left edge to right edge, the die measures 262 µm. The final timing report counts setup violations totalling 31. The CTS tree is done.

The number of standard-cell rows in the floorplan is 94. The height of the die is 262 µm. In this run the count of I/O pins placed on the die edge is 98. On the critical path, the stage with the largest delay is an instance of sky130_fd_sc_hd__fa_1.

The library cells used most frequently in the layout, excluding fill and tap cells, are sky130_fd_sc_hd__inv_1, sky130_fd_sc_hd__fa_1, sky130_fd_sc_hd__buf_4. The required time at the worst endpoint is listed as approximately 1200 ps. On the reported timing paths, the clock transition at the registers reads 60 ps.

Per the CTS log, the maximum H-tree level is 2. For this sky-water flow run, the detailed-routed wirelength per cell is reported as between 15 and 20 µm. The final timing summary puts the cycle share of the worst path at 6.71. Per Yosys stat, the portion of area used by sequential elements is 0.0396. Relative to the synthesized area, the layout overhead comes to 33.3%. In this run the worst path has a maximum fanout of 8.

In this build the clock could be raised as far as 149 MHz. The residual antenna-violating net count after detailed routing is 0. The fraction of synthesis flops using an asynchronous set or reset pin is 1.00. In the final layout, the registers with the most flip-flops are result: 32 flops.

The post-route worst setup slack is -5710 ps. The buffer_ports step reported a buffer count of 97. The count of warning messages emitted by the tools is 29. The transition time recorded at the tightest slew-check pin is between 400 and 500 ps.

The critical path's most frequent cell is sky130_fd_sc_hd__fa_1. Synthesis produced a netlist whose cell count is 2,314. According to the timing report, the arrival time at the worst endpoint equals slightly below 7000 ps.

The violation tally recorded at the end of detailed-routing iteration 0 is 495. The tool flagged a number of max-cap violations equal to 0. Yosys reported a register bit count of 32. The placement summary gives the final routability congestion estimate as 0.925. The cell count after placement is roughly 3,500. For this run the aggregate overflow at the end of global routing stands at 0. The startpoint kind of the worst setup timing path is an input pin.

The number of vias per cell after detailed routing is 4.52. The final report lists a non-filler cell total of 3,587. The chip area is roughly 70,000 µm².

The top register by number of flip-flops is result. The number of antenna diodes in the final layout is 0. The register with the most flip-flops in the layout has 32 of them.

The post-synth tally of flip-flops with integrated enable is 0. In the final layout, the share of cells above drive strength 1 is 0.274. Per the post-synthesis stats, the area per cell is 8.74 µm². The max-slew violation count is 0.

Per the slew report, the remaining headroom to the max-slew limit stands at 0.671. The total wire length after detailed routing is 60,900 µm. The number of synthesis warnings is 1. The mapped netlist covers about 20,000 µm². The maximum clock path buffer count is 2.
[critical path: cells and delay by family]
family	cells	cell delay [ps]
AND/OR/NAND/NOR	6	1340
adder cells (fa/ha/maj)	8	3660
buffers and inverters	7	680
AND-OR/OR-AND	5	1030
[metal layers]
layer | track usage | vias to the layer above | part of all wire
met5 | 0.0146 | - | 0.0022
met4 | 0.0334 | 6 | 0.025
met3 | 0.118 | 67 | 0.13
met2 | 0.298 | 626 | 0.44
met1 | 0.254 | 7897 | 0.39
li1 | - | 7609 | -
[final cells by class]
class                   count  area [µm²]  area share
clock buffers               7         153     0.00566
clock inverters             1        30.0     0.00111
inverters                 605        2290      0.0849
multi-input cells        1574       17800       0.662
flip-flops and latches     32         801      0.0297
well taps                 864        1080      0.0401
repair buffers            504        4770       0.177
[cells by family (layout without fill, tap and decap cells)]
logic type,Yosys count,after routing,synth area share
adder cells (fa/ha/maj),665,665,0.590
flip-flops,32,32,0.0396
XOR/XNOR,30,30,0.0130
multiplexers,4,4,0.00210
buffers and inverters,710,1117,0.132
AND/OR/NAND/NOR,701,703,0.169
AND-OR/OR-AND,172,172,0.0541
[what timing repair did]
item                       4_1_cts  5_1_grt
pin swaps                      125       89
hold buffers                     0        0
setup buffers                   68       19
setup endpoints to repair       63       34
gates resized                  514      154
cloned                          15        1
[cell usage after synthesis (all sizes together), types with 3 or more instances]
master	count	area, µm²
inv	603	2260
fa	482	9650
nand2	331	1240
and2	241	1510
ha	183	2290
clkbuf	102	383
a21oi	63	315
nor2	54	203
dfrtp	32	801
a21o	29	218
o21ai	28	140
xnor2	17	149
nor4	14	93.8
nand4	13	81.3
xor2	13	114
nor3	10	50.1
a211oi	9	67.6
nand3	9	45.0
o31ai	8	60.1
a31oi	7	50.1
and3	7	43.8
nor2b	6	37.5
a2111oi	4	41.3
o21bai	4	30.0
a311oi	3	26.3
buf	3	15.0
o211ai	3	22.5
[final timing paths]
check | startpoint | endpoint | slack, ps | cells after the start
worst max-delay path | input_a[6] | result[27]$_DFF_PP0_ | -5710 | 26
worst min-delay path | reset | result[23]$_DFF_PP0_ | 250 | 3
max in group asynchronous | reset | result[13]$_DFF_PP0_ | 580 | 3
min in group clk0 | input_b[31] | result[31]$_DFF_PP0_ | 490 | 2
[through the flow]
step	worst slack, ps	util	TNS [ps]	hold WS, ps	instance area [µm²]
3_3_place_gp	-6740	0.375	-206660	567	24800
4_1_cts	-5730	0.399	-175540	261	26400
6_report	-5710	0.407	-173700	254	27000
2_1_floorplan	-5640	-	-170950	287	20600
5_1_grt	-5890	0.407	-180110	317	27000
3_5_place_dp	-6740	0.375	-206710	563	24800
