`./constraint.sdc`:
```
current_design detector_de_pulso

set clk_period 1.9
set clk_io_pct 0.2

create_clock -name clk0 -period $clk_period [get_ports {clk}]

set non_clock_inputs [all_inputs -no_clocks]
set_input_delay [expr $clk_period * $clk_io_pct] -clock clk0 $non_clock_inputs
set_output_delay [expr $clk_period * $clk_io_pct] -clock clk0 [all_outputs]
```
`./design.v`:
```
`timescale 1ns/10ps
module detector_de_pulso(
    input clk,               
    input reset,             
    input a,b,               
    output reg seq_a,seq_b   
    );
typedef enum {AGUARDA_PULSOS=0, 
                A_1=1, A_2=2, A_3=3,
                B_1=4, B_2=5, B_3=6} estado_tipo;
estado_tipo prox_etapa;     
estado_tipo etapa_atual_ff; 
reg a_anterior;
reg b_anterior;
wire a_sobe, b_sobe;
always@(posedge clk)
begin : salva_a_e_b_anteriores
    a_anterior <= a;
    b_anterior <= b;
end
assign a_sobe = ( (a==1) && (a_anterior==0));
assign b_sobe = ( (b==1) && (b_anterior==0));
always_comb
begin : gera_proximo_estado
    seq_a = 0;          
    seq_b = 0;            
    prox_etapa = etapa_atual_ff;  
    if(reset)
    begin
        prox_etapa = AGUARDA_PULSOS;    
    end
    else
        case(etapa_atual_ff)
        AGUARDA_PULSOS:  
            begin
                if(a_sobe && (b_sobe==0))
                    prox_etapa = A_1;  
                if(b_sobe && (a_sobe==0))
                    prox_etapa = B_1;  
                if(a_sobe && b_sobe)
                    prox_etapa = AGUARDA_PULSOS;  
            end
        A_1:     
            begin
                if(a_sobe && (b_sobe==0))
                    prox_etapa = A_2;  
                if(b_sobe && (a_sobe==0))
                    prox_etapa = B_1;  
                if(a_sobe && b_sobe)
                    prox_etapa = AGUARDA_PULSOS;  
            end
        A_2:     
            begin
                if(a_sobe && (b_sobe==0))
                    prox_etapa = A_3;  
                if(b_sobe && (a_sobe==0))
                    prox_etapa = B_1;  
                if(a_sobe && b_sobe)
                    prox_etapa = AGUARDA_PULSOS;  
            end
        A_3:    
            begin
                seq_a=1;
                prox_etapa = AGUARDA_PULSOS;  
            end
        B_1:     
            begin
                if(a_sobe && (b_sobe==0))
                    prox_etapa = A_1;  
                if(b_sobe && (a_sobe==0))
                    prox_etapa = B_2;  
                if(a_sobe && b_sobe)
                    prox_etapa = AGUARDA_PULSOS;  
            end
        B_2:     
            begin
                if(a_sobe && (b_sobe==0))
                    prox_etapa = A_1;  
                if(b_sobe && (a_sobe==0))
                    prox_etapa = B_3;  
                if(a_sobe && b_sobe)
                    prox_etapa = AGUARDA_PULSOS;  
            end
        B_3:    
            begin
                seq_b=1;
                prox_etapa = AGUARDA_PULSOS;  
            end
        endcase
end
always@(posedge clk)
begin : atualiza_estado_atual
    etapa_atual_ff <= prox_etapa;
end
endmodule
```
`./run.sh`:
```
#!/bin/bash
# OpenROAD 26Q1-2900-gdf79404cd8, Yosys 0.63+post, stock flow scripts
make -C /OpenROAD-flow-scripts/flow DESIGN_CONFIG=/design/flow/config.mk WORK_HOME=/design/flow/orfs finish
```
`./config.mk`:
```
export PLATFORM = sky130hd
export DESIGN_NAME = detector_de_pulso
export DESIGN_NICKNAME = detector_de_pulso
export VERILOG_FILES = /design/flow/design.v
export SDC_FILE = /design/flow/constraint.sdc
export NUM_CORES = 4
export LEC_CHECK = 1
export CORE_AREA = 10 10 70 70
export DIE_AREA = 0 0 80 80
```
==> reports/metrics.cfg <==
[run_status]
status = completed

[synthesis]
avgSynthCellArea_um2 = 11.4
synth_seq_share_pct = 46.6
synth-adder-area-share_pct = 0
ys.flops = 9
logic_family = simple AND/OR/NAND/NOR gates
ys_sh_simple_pct = 31.7
ys_chip_area_um2 = 387
syn_inst = 34
ys_types = 14
yosys_warnings = 1
yosys_cells = 34
mux_share_pct = 5.18
aoi_share_pct = 9.39
synthXorXnorAreaFrac_pct = 0
syn_area_um2 = 387

[hold_path]
min_path_type = reg2reg

[floorplanning]
fp_util_pct = 11.3
dieArea_um2 = 6400
die_h_um = 80
core_area_um2 = 3420
pin_count = 6
die_x_um = 80
num_rows = 21

[setup_path]
critical_path.cell_chain = clkdlybuf4s50_1 -> nor2b_1 -> clkdlybuf4s50_1
reg2reg_setup_slack_ns = 0.74
crit_start = reset
endpoint = seq_a
slowest_delay_ns = 0.48
critPathSlowestCell = clkdlybuf4s50_1
reg2regPathDepth = 4
r2r-end = etapa_atual_ff[4]
critPathMaxFanout = 3
worstPathRequired_ns = 1.52
start_kind = input pin
critPathKind = in2out
cp_common_cell = clkdlybuf4s50_1
cp.arrival_ns = 1.44
cp-end-kind = output pin
worstReg2RegStart = a_anterior

[cells_and_area]
final_area_um2 = 508
area_growth_pct = 31.4
mi_logic_area_um2 = 179
post-route-util_pct = 14.9
layout.cells.most_common = dfxtp_1
lay_top_cells = dfxtp_1 (9), clkdlybuf4s50_1 (5), nor3_1 (4)
drive_gt1_share_pct = 23.8
fillers = 386
regArea_um2 = 180

[grt]
antenna_found_initial = 0
grt_max_degree = 8
grt_pass1_vias = 261
gr-total-overflow = 0
grt_pass1_wl_mm = 1.13
grt_usage_pct = 2.25

[clocking]
hold_buffers = 0
cts_max_level = 1
cts_resized = 0
clock_tree.root_cell = clkbuf_4
postCtsSetupBuffers = 0
cts.sinks = 9
cts.clk_slew.worst_paths_ns = 0.05
clock_latency_ns = 0.25
cts.path.max_buffers = 2
cts_tree = done
numCtsBuffers = 3

[final_timing]
hold_viol_final = 0
maxSlewViolCount = 0
final.min_clock_period_ns = 1.82
fin_skew_ns = 0.00309
worst_pin_slew_ns = 0.438
fin_crit_sh_pct = 95.7
finalWorstSetupSlack_ns = 0.0821
rsz0062_at_grt = false
setup_viol = 0
hold_ws_ns = 0.460
relSlewSlack_pct = 70.7
fmax_mhz = 550
tns_ns = 0

[placed_design]
finalWeightedCongestion = 0.665
place_ws_ns = 0.0700
dpl.hpwl_um = 528
dpl_cell_area_um2 = 482
portBuffers = 5

[detailed_routing]
route.vias.total = 256
drt-pass1-iter-count = 3
viasPerCell = 2.91
drc = 0
totalWireLength_um = 653
wl_per_cell_um = 7.42
postRouteAntennaNets = 0
first_iter_violations = 8
insertedDiodeCount = 0

[pwr]
p_per_area_nw_per_um2 = 750
power.leakage_uw = 0.000167
peakVddDrop_mv = 0.349

[run]
max_cap_violations = 0
warnings = 25

[worst max-delay path: cells and delay by family]
family	cells	cell delay (ns)
AND/OR/NAND/NOR	1	0.14
buffers and inverters	2	0.92
[final cells by class]
cell class	count	area share, %
flip-flops and latches	9	35.5
repair buffers	7	12.8
multi-input cells	22	35.2
clock buffers	4	5.17
well taps	46	11.3
[cell usage after synthesis]
| cell type | n | area [um2] |
|---|---|---|
| a2111oi_4 | 1 | 27.5 |
| buf_6 | 2 | 22.5 |
| nor3_1 | 4 | 20.0 |
| nor4_1 | 3 | 18.8 |
| mux2i_1 | 2 | 20.0 |
| buf_2 | 1 | 5.00 |
| o21ai_2 | 1 | 8.76 |
| nor2b_4 | 1 | 13.8 |
| nor2_1 | 2 | 7.51 |
| dfxtp_1 | 9 | 180 |
| nor2b_1 | 3 | 18.8 |
| or2b_2 | 1 | 8.76 |
| nor4b_4 | 1 | 23.8 |
| nand2_1 | 3 | 11.3 |
[metrics by stage]
| stage | std cells | power (uW) |
|---|---|---|
| 2_1_floorplan | 34 | 235 |
| 3_3_place_gp | 84 | 243 |
| 3_5_place_dp | 84 | 244 |
| 4_1_cts | 88 | 385 |
| 5_1_grt | 88 | 405 |
| 6_report | 88 | 381 |
[state kept, by name, indices dropped and copies added (netlist names)]
signal / cells
b_anterior: 1
a_anterior: 1
etapa_atual_ff: 7
[where the power goes]
part           internal, uW  switching [uW]
logic                  20.6            16.6
registers               196            6.91
clock network          80.5            60.1
total                   297            83.6
[cell families (layout without fill, tap and decap cells)]
kind of cell,after synthesis,after routing
compound gates,2,2
simple gates,18,18
mux,2,2
flops,9,9
buf+inv,3,11
[worst min-delay path by stage]
| stage | from | endpoint | slack (ns) | cells after the start |
|---|---|---|---|---|
| 4_1_cts | etapa_atual_ff[2] | etapa_atual_ff[6] | 0.47 | 2 |
| 5_1_grt | etapa_atual_ff[2] | etapa_atual_ff[6] | 0.50 | 2 |
| 6_report | etapa_atual_ff[2] | etapa_atual_ff[6] | 0.46 | 2 |
[layer usage]
layer | wire [um] | GRT usage, % | vias up
li1 | - | - | 134
met1 | 340 | 2.89 | 116
met2 | 258 | 3.13 | 6
met3 | 53 | 1.59 | 0
met4 | 0 | 0.176 | 0
met5 | 0 | 0 | -
Power is estimated from default activity; no workload was simulated.
