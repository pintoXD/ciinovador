==> flow/design.v <==
`timescale 1us/1ns
module ADDRESS_INTERPRETER(
    input logic [7:0] A,
    output logic [7:0] INTERPRETED_ADDR, F_BIT_LOCATOR
);
comp_endereco comp_endereco(
    .A(A),
    .A_01(INTERPRETED_ADDR),
    .A_F(F_BIT_LOCATOR)
);
endmodule
`timescale 1us/1ns
module comp_endereco(
input [7:0] A, 		 
output reg [7:0] A_01, 	 
output reg [7:0] A_F   	 
);
integer i;
always_comb
begin
	for(i=0; i<8; i=i+1)
	begin
		if(A[i]===1'bz)
		begin
			A_01[i]=1'bx;
			A_F[i] =1'b1;
		end
		else
		begin
			A_01[i]=A[i];
			A_F[i] =1'b0;
		end
	end
end
endmodule
`timescale 1ns/1ps
module BIDIR_SHIFTREG(
	input logic enable,
	input logic reset,
  	input logic shift_in,
  	input logic [25:0]d,
	input logic [1:0]PT2272_BIT,
	input logic [2:0]OP,  
  	output logic [25:0]q,
  	output logic shift_out_right, shift_out_left 
);
	always_ff @(posedge enable, posedge reset)begin
		if(reset) begin
			q <= 26'b0;
		end else begin
			unique case (OP)
				3'b001: begin
					q <= {q[24:0], shift_in};  
				end
				3'b010: begin
					q <= {shift_in, q[25:1]};  
				end
				3'b011: begin 
					q <= d;  
				end
				3'b100: begin 
					q <= {q[23:0], PT2272_BIT};  
				end
				3'b101: begin 
					q <= {PT2272_BIT, q[25:2]};  
				end
				default: q <= q;  
			endcase
		end
	end
	assign shift_out_left = q[25];
	assign shift_out_right = q[0];
endmodule
`timescale 1us/1ns
module decodificador_pt2272(
    input logic clk,  
    input logic reset,  
    input logic [7:0] A,  
    input logic cod_i,   
    output logic [3:0] D,  
    output logic dv        
);
typedef enum logic[2:0] {  
    INITIAL_STATE = 3'b000,
    BIT_1_DETECTED = 3'b001,
    BIT_0_DETECTED = 3'b010,
    BIT_F_DETECTED = 3'b011,
    BIT_SYNC_DETECTED = 3'b100,
    PULSE_COUNTING = 3'b101
} DECODER_FSM_STATE;
DECODER_FSM_STATE current_state, next_state;
logic [4:0] HIGH_PULSE_COUNTING;
logic [7:0] LOW_PULSE_COUNTING;
logic reset_counters;
logic osc_clk;
logic osc_rst;
assign osc_rst = reset;  
CLOCK_DIVIDER #(
    .DIVIDER(250)
)internal_oscillator(
    .INPUT_CLK(clk), 
    .RST(osc_rst), 
    .OUTPUT_CLK(osc_clk) 
);
const logic [4:0] BIDIR_SHIFTREG_SIZE = 26;
logic BIDIR_SHIFTREG_RESET;
logic [2:0] BIDIR_SHIFTREG_OP_MODE;
logic [1:0] BIDIR_SHIFTREG_PT2272_BIT_IN;
logic [25:0] BIDIR_SHIFTREG_PARALLEL_OUT;
logic BIDIR_SHIFTREG_RIGHT_SHIFT_OUT;
logic BIDIR_SHIFTREG_LEFT_SHIFT_OUT;
BIDIR_SHIFTREG RCVD_DATA_SHIFTREG (
    .enable(osc_clk),
    .reset(BIDIR_SHIFTREG_RESET),
    .shift_in(1'b0),
    .d(26'h0),
    .PT2272_BIT(BIDIR_SHIFTREG_PT2272_BIT_IN),
    .OP(BIDIR_SHIFTREG_OP_MODE),
    .q(BIDIR_SHIFTREG_PARALLEL_OUT),
    .shift_out_right(BIDIR_SHIFTREG_RIGHT_SHIFT_OUT),
    .shift_out_left(BIDIR_SHIFTREG_LEFT_SHIFT_OUT)
);
logic PREVIOUS_cod_i;
logic cod_i_ROSE;
logic cod_i_FELL;
logic current_cod_i;
logic [7:0] INTERPRETED_ADDR, F_BIT_LOCATOR;
logic [7:0] internal_interpreted_addr, internal_f_bit_locator;
ADDRESS_INTERPRETER addr_translator(
    .A(A),
    .INTERPRETED_ADDR(INTERPRETED_ADDR),
    .F_BIT_LOCATOR(F_BIT_LOCATOR)
);
assign current_cod_i = cod_i;
always_ff @(posedge cod_i, posedge reset) begin : SAVE_PAST_cod_i
    if(reset)
        PREVIOUS_cod_i <= 0;
    else
        PREVIOUS_cod_i <= current_cod_i;
end
assign cod_i_ROSE = ((cod_i==1) && (PREVIOUS_cod_i==1));
assign cod_i_FELL = ((cod_i==0) && (PREVIOUS_cod_i==1));
always_ff @(posedge osc_clk, posedge reset) begin : PULSE_COUNTING_FF
    if(reset)begin
        HIGH_PULSE_COUNTING <= 0;
        LOW_PULSE_COUNTING <= 0;
    end else begin
        if (reset_counters) begin  
            HIGH_PULSE_COUNTING <= 0;
            LOW_PULSE_COUNTING <= 0;
        end else if(cod_i_ROSE)
            HIGH_PULSE_COUNTING <= HIGH_PULSE_COUNTING + 1;
        else if(cod_i_FELL)
            LOW_PULSE_COUNTING <= LOW_PULSE_COUNTING + 1;
    end
end
always_comb begin : DECODER_FSM_COMB_BLOCK
    next_state = current_state;
    if(reset)begin
        next_state = INITIAL_STATE;
    end else begin
        unique case(current_state)
            INITIAL_STATE: begin
                if(cod_i_ROSE)begin
                    next_state = PULSE_COUNTING;
                end
                else
                    next_state = INITIAL_STATE;
            end
            PULSE_COUNTING: begin
                if(HIGH_PULSE_COUNTING == 24 && LOW_PULSE_COUNTING == 6) begin 
                    next_state = BIT_1_DETECTED; 
                end else if(HIGH_PULSE_COUNTING == 8 && LOW_PULSE_COUNTING == 22) begin 
                    next_state = BIT_0_DETECTED; 
                end else if(HIGH_PULSE_COUNTING == 16 && LOW_PULSE_COUNTING == 14) begin 
                    next_state = BIT_F_DETECTED;
                end else if(HIGH_PULSE_COUNTING == 4 && LOW_PULSE_COUNTING == 122) begin  
                    next_state = BIT_SYNC_DETECTED;
                end else
                    next_state = PULSE_COUNTING;
            end
            BIT_1_DETECTED: begin
                next_state = INITIAL_STATE;
            end
            BIT_0_DETECTED: begin
                next_state = INITIAL_STATE;
            end
            BIT_F_DETECTED: begin
                next_state = INITIAL_STATE;
            end
            BIT_SYNC_DETECTED: begin
                next_state = INITIAL_STATE;
            end
            default: begin
                next_state = INITIAL_STATE;
            end
        endcase
    end
end
always_ff @(posedge osc_clk, posedge reset) begin : DECODER_FSM_FF_BLOCK
    if(reset) begin
        reset_counters <= 0;
        BIDIR_SHIFTREG_RESET <= 1;
    end else begin
        unique case(current_state)
            INITIAL_STATE: begin
                BIDIR_SHIFTREG_OP_MODE <= 3'b000;  
                BIDIR_SHIFTREG_RESET <= 0;
            end
            PULSE_COUNTING: begin
                if (next_state == BIT_0_DETECTED || next_state == BIT_1_DETECTED || next_state == BIT_F_DETECTED || next_state == BIT_SYNC_DETECTED) begin
                    reset_counters <= 1;
                end
            end
            BIT_1_DETECTED: begin
                reset_counters <= 0;
                BIDIR_SHIFTREG_OP_MODE <= 3'b101;  
                BIDIR_SHIFTREG_PT2272_BIT_IN <= 2'b11;  
            end
            BIT_0_DETECTED: begin
                reset_counters <= 0;
                BIDIR_SHIFTREG_OP_MODE <= 3'b101;  
                BIDIR_SHIFTREG_PT2272_BIT_IN <= 2'b00;  
            end
            BIT_F_DETECTED: begin
                reset_counters <= 0;
                BIDIR_SHIFTREG_OP_MODE <= 3'b101;  
                BIDIR_SHIFTREG_PT2272_BIT_IN <= 2'b10;  
            end
            BIT_SYNC_DETECTED: begin
                reset_counters <= 0;
                BIDIR_SHIFTREG_OP_MODE <= 3'b101;  
                BIDIR_SHIFTREG_PT2272_BIT_IN <= 2'b01;  
            end
            default: begin
            end
        endcase
    end
end
logic [8:0] i;
logic flag_dv;
always_ff @(posedge osc_clk, posedge reset) begin : RECEIVER_ADDRESS_REGISTERING_AND_VALIDATION
    if(reset)begin
        dv <= 0;
        flag_dv <= 0;
        internal_f_bit_locator <= 8'b00000000;
        internal_interpreted_addr <= 8'b00000000;
    end
    else begin
        if (current_state == BIT_SYNC_DETECTED)begin
            flag_dv <= 1;  
            for (i = 0; i < 8; i++) begin 
                if(BIDIR_SHIFTREG_PARALLEL_OUT[((2*i) + 1 + 2)] == 1 && BIDIR_SHIFTREG_PARALLEL_OUT[((2*i) + 2)] == 0) begin  
                    internal_interpreted_addr[i] <= 0;
                    internal_f_bit_locator[i] <= 1;
                    if(F_BIT_LOCATOR[i] != 1)begin 
                        flag_dv <= 0;
                    end
                end else if(BIDIR_SHIFTREG_PARALLEL_OUT[((2*i) + 1 + 2)] == 0 && BIDIR_SHIFTREG_PARALLEL_OUT[((2*i) + 2)] == 0)begin 
                    internal_interpreted_addr[i] <= BIDIR_SHIFTREG_PARALLEL_OUT[(2*i) + 2];
                    internal_f_bit_locator[i] <= 0;
                    if(INTERPRETED_ADDR[i] != BIDIR_SHIFTREG_PARALLEL_OUT[(2*i) + 2])begin
                        flag_dv <= 0;
                    end
                end else if(BIDIR_SHIFTREG_PARALLEL_OUT[((2*i) + 1 + 2)] == 1 && BIDIR_SHIFTREG_PARALLEL_OUT[((2*i) + 2)] == 1)begin 
                    internal_interpreted_addr[i] <= BIDIR_SHIFTREG_PARALLEL_OUT[(2*i) + 2];
                    internal_f_bit_locator[i] <= 0;
                    if(INTERPRETED_ADDR[i] != BIDIR_SHIFTREG_PARALLEL_OUT[(2*i) + 2])begin
                        flag_dv <= 0;
                    end
                end 
            end
        end else if (current_state == INITIAL_STATE && flag_dv == 1) begin
            D[0] <= BIDIR_SHIFTREG_PARALLEL_OUT[25] & BIDIR_SHIFTREG_PARALLEL_OUT[24];
            D[1] <= BIDIR_SHIFTREG_PARALLEL_OUT[23] & BIDIR_SHIFTREG_PARALLEL_OUT[22];
            D[2] <= BIDIR_SHIFTREG_PARALLEL_OUT[21] & BIDIR_SHIFTREG_PARALLEL_OUT[20];
            D[3] <= BIDIR_SHIFTREG_PARALLEL_OUT[19] & BIDIR_SHIFTREG_PARALLEL_OUT[18];
            dv <= 1;
            flag_dv <= 0;
        end else if(flag_dv == 0) begin
            dv <= 0;
        end
    end
end
always_ff @(posedge osc_clk, posedge reset) begin : decoder_state_changer
    if(reset)
        current_state <= INITIAL_STATE;
    else
        current_state <= next_state;
end
endmodule
`timescale 1us/1ns
module CLOCK_DIVIDER#(
    parameter DIVIDER = 250
)(
    input logic INPUT_CLK, RST,
    output logic OUTPUT_CLK
);
logic [6:0] divider_index_ceil;
assign divider_index_ceil = 125;
logic [6:0] clk_cycle_counting;
always_ff @(posedge INPUT_CLK, posedge RST) begin : FREQUENCY_DIVIDER
    if(RST) begin
        clk_cycle_counting <= 7'b00000000;
        OUTPUT_CLK <= 0;
    end
    else begin
            if(clk_cycle_counting < divider_index_ceil) begin
                clk_cycle_counting <= clk_cycle_counting + 1;
            end else begin
                clk_cycle_counting <= 1;
                OUTPUT_CLK <= ~OUTPUT_CLK;
            end
    end
end
endmodule
==> flow/run.sh <==
#!/bin/bash
# OpenROAD 26Q1-2900-gdf79404cd8, Yosys 0.63+post, stock flow scripts
make -C /OpenROAD-flow-scripts/flow DESIGN_CONFIG=/design/flow/config.mk WORK_HOME=/design/flow/orfs finish
==> flow/config.mk <==
export PLATFORM = sky130hd
export DESIGN_NAME = decodificador_pt2272
export DESIGN_NICKNAME = decodificador_pt2272
export VERILOG_FILES = /design/flow/design.v
export SDC_FILE = /design/flow/constraint.sdc
export NUM_CORES = 4
export LEC_CHECK = 1
export CORE_UTILIZATION = 50
==> flow/constraint.sdc <==
current_design decodificador_pt2272

set clk_period 2.5
set clk_io_pct 0.2

create_clock -name clk0 -period $clk_period [get_ports {clk}]
create_clock -name clk1 -period $clk_period [get_ports {cod_i}]

set non_clock_inputs [all_inputs -no_clocks]
set_input_delay [expr $clk_period * $clk_io_pct] -clock clk0 $non_clock_inputs
set_output_delay [expr $clk_period * $clk_io_pct] -clock clk0 [all_outputs]
==> CHANGELOG.md <==
### Changed

* Type of destination of the critical path: flip-flop
* Remaining Overflow, GRT at 0
* Worst hold margin at about 0.16 ns
* Hold Buf Count CTS at 0
* RSZ-0062 raised after global routing: no
* Leakage power at about 1.5 nW
* Most common reg cell: dfrtp_1
* Rows at 26
* Worst setup margin at slightly below 1 ns
* Total GRT Usage at 0.1908
* CTS tree: yes
* Placeable Area at 5270 um^2
* #FFs+latches synth at about 63
* Vias in the first global route at 2292
* Design area at about 3400 um^2
* Critical path endpoint: PREVIOUS_cod_i$_DFF_PP0_
* Largest net degree at the start of global routing at ~55
* Slew headroom at 0.4392
* Share of cells above drive strength 1 at 0.2430
* Critical path origin: cod_i
* Setup violations, final at 0
* Dominant combinational family: simple AND/OR/NAND/NOR gates
* Max_cap viols at 0
* DR iter-0 viols at between 90 and 100
* Unique masters post-synth at 48
* Mux cell area share at 0.09969
* Startpoint Class: clock port
* Register pins left without a clock at 54
* Placed cells at 320
* Worst Reg-to-Reg Cells at 5
* Placed Area at roughly 3000 um^2
* DP Worst Slack at slightly below 0.8 ns
* First drt pass iteration count at 4
* Hold Crit Class: clk -> reg
* Crit-path max FO at 2
* DRC at 0
* Slew Limit Fails at 0
* VDD IR-drop max at 0.0005772 V
* Fp_density at 0.5335
* Dpl hpwl at 3111 um
* Vias per inst at 5.311
* DIE WIDTH at a little under 80 um
* Die H at 76.99 um
* FF-to-FF End: internal_oscillator.clk_cycle_counting[6]$_DFF_PP0_
* TNS Setup at 0 ns
* Initial antenna violation count at 0
* Arrival time worst endpoint at around 1.7 ns
* Final WL at 4731 um
* CP required at around 2.7 ns
* Sequential share of the synthesized area at 0.5705
* Buffers on Ports at 14
* Via Count at ~1900
* Hold Vio Cnt, Final at 0
* Yosys stat cell total at 239
* Total die size at just under 6000 um^2
* Clk_skew at between 0.003 and 0.004 ns
* Status: completed
* Endpoints left unconstrained at 65
* Post-synth area from yosys stat at between 2000 and 3000 um^2
* Yosys warns at 5
* Count of tool warnings at around 67
* Asr flop ratio synth at 0.8889
* Worst reg2reg setup slack at between 1 and 1.5 ns
* First-pass GRT wire length at roughly 8600 um
* Clock slew seen by the registers of the worst setup and hold paths at ~0.030 ns
* Buffer count from post-CTS setup fixing at 0
* Number of fill cells in the layout at around 390
* Yosys xor share at 0.04984
* Antenna cell count at 0
* Cts repair resizes at 0
* Post-Synthesis Cells at 239
* Area fraction in compound gates at 0.06676
* EDFF count, synth at 6
* Post-Syn Area at between 2000 and 3000 um^2
* Crit Path Class: clk -> reg
* Syn avg cell area at around 12 um^2
* Area fraction in and, or, nand and nor cells at 0.1696
* DR WL/cell at 13.36 um
* Finished Layout Cells at between 300 and 400
* Layout area overhead at 22.52%
* Slew @ Worst Pin at approximately 0.83 ns
* Placer Congestion at between 0.8 and 0.9
* Io pins at 16
* PwrDens at between 300 and 400 nW/um^2
* Fa+ha+maj area frac at 0.02225
* Post-route ant nets at 0
* Reg2reg start: internal_oscillator.clk_cycle_counting[2]$_DFF_PP0_
cell type report:
cell class	instances	area (um^2)	area share
Inverter	6	22.52	0.006538
Tap cell	70	87.58	0.02543
Clock buffer	31	396.6	0.1151
Timing Repair Buffer	18	170.2	0.04940
Sequential cell	63	1604	0.4657
Clock inverter	3	16.27	0.004722
Multi-Input combinational cell	163	1147	0.3331
cells by family after synthesis:
kind of cell,Yosys count
AND-OR/OR-AND,29
flip-flops,63
adder cells (fa/ha/maj),5
XOR/XNOR,16
multiplexers,25
buffers and inverters,13
AND/OR/NAND/NOR,88
cells in the final DEF (no fill, tap or decap), types with 2 or more instances in the layout:
| cell | count |
|---|---|
| o211ai_1 | 2 |
| buf_4 | 4 |
| clkbuf_8 | 28 |
| mux2_2 | 24 |
| and4_1 | 2 |
| nand4_1 | 4 |
| inv_1 | 6 |
| o22a_1 | 2 |
| nor2b_1 | 2 |
| o21bai_1 | 2 |
| clkdlybuf4s50_1 | 14 |
| xor2_1 | 11 |
| nand2_1 | 19 |
| xnor2_1 | 5 |
| a211oi_1 | 3 |
| dfstp_2 | 2 |
| nor3b_2 | 3 |
| clkbuf_1 | 3 |
| o21ai_0 | 10 |
| dfrtp_1 | 54 |
| nor2_1 | 34 |
| o21ai_1 | 2 |
| a21oi_1 | 3 |
| ha_1 | 5 |
| nand3_1 | 4 |
| edfxtp_1 | 6 |
| and2_1 | 6 |
per-stage QoR:
stage / total power [W] / util
2_1_floorplan: 0.0003305 / -
3_3_place_gp: 0.0003354 / 0.5753
3_5_place_dp: 0.0003366 / 0.5753
4_1_cts: 0.001262 / 0.6536
5_1_grt: 0.001307 / 0.6536
6_report: 0.001224 / 0.6536
how the worst min path moves through the flow:
stage / from / endpoint / slack (ns) / cells past startpoint
final: cod_i / PREVIOUS_cod_i$_DFF_PP0_ / 0.16 / 4
after CTS: cod_i / PREVIOUS_cod_i$_DFF_PP0_ / 0.16 / 4
after global routing: cod_i / PREVIOUS_cod_i$_DFF_PP0_ / 0.16 / 4
report_power, final:
part / switching, W / total (W) / internal, W / leakage [nW]
logic: 0.0000178 / 0.0000337 / 0.0000159 / 0.454
registers: 0.00000639 / 0.000170 / 0.000164 / 0.795
clock network: 0.000287 / 0.00102 / 0.000734 / 0.295
synth_stat cells, types with 2 or more instances:
master / count / share of area
nor2_1: 34 / 0.045
o22a_1: 2 / 0.0062
inv_1: 6 / 0.0080
buf_2: 2 / 0.0036
nand3_1: 4 / 0.0071
and2_1: 6 / 0.013
nand2_1: 19 / 0.025
nand4_1: 4 / 0.0089
nor2b_1: 2 / 0.0044
edfxtp_1: 6 / 0.064
o211ai_1: 2 / 0.0053
clkbuf_1: 3 / 0.0040
a21oi_1: 3 / 0.0053
xor2_1: 11 / 0.034
ha_1: 5 / 0.022
a211oi_1: 3 / 0.0080
o21bai_1: 2 / 0.0053
dfstp_2: 2 / 0.019
nor3b_2: 3 / 0.013
and4_1: 2 / 0.0062
o21ai_0: 10 / 0.018
xnor2_1: 5 / 0.016
o21ai_1: 2 / 0.0036
mux2_2: 24 / 0.096
dfrtp_1: 54 / 0.48
flip-flops by register name, summed over array words and instances, names as in the netlist, 2 cells and up:
register and flops:
D 4, RCVD_DATA_SHIFTREG.q 24, current_state 6, HIGH_PULSE_COUNTING 5
BIDIR_SHIFTREG_PT2272_BIT_IN 2, internal_oscillator.clk_cycle_counting 7, LOW_PULSE_COUNTING 8
worst max-delay path, stage by stage:
cell      delay [ns]
clkbuf_8        0.11
clkbuf_8        0.12
clkbuf_8        0.13
clkbuf_8        0.12
per-layer routing:
layer  up-vias  part of all wire  track usage
li1        911                 -            -
met1       909              0.47       0.2540
met2        53              0.48       0.2500
met3         7             0.039      0.09311
met4         0             0.012       0.1377
met5         -                 0            0
No activity file was given, so power comes from the tool's default toggle rates.
