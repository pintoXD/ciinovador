==> flow/design.v <==
`timescale 1ns/1ps
module register8(
    input logic clk, reset,
    input logic [7:0]in_word,
    output logic [7:0]out_word
);
always_ff@(posedge clk)begin
    if (~reset)
        begin
            out_word <= 8'b0;
        end
    else
        begin
            out_word <= in_word;
        end
end
endmodule
`timescale 1ns/1ps
module register8_bank(
    input logic clk, rst, we3,
    input logic [2:0]wa3,
    input logic [2:0]ra1, ra2,
    input logic [7:0]wd3,
    output logic [7:0] rd1, rd2
);
logic [7:0]X_in_word [7:0];  
logic [7:0]X_out_word [7:0];  
genvar i;
generate
    for(i=0; i<8; i=i+1) begin
        register8 X(.clk(clk), .reset(1'b1), .in_word(X_in_word[i]), .out_word(X_out_word[i]));
    end
endgenerate
always_ff @(posedge clk) begin
    if(~rst) begin
            int ind;
            for(ind=0; ind<8; ind=ind+1) begin
                X_in_word[ind] <= 8'b0;
            end
    end
    else if(we3) begin
        X_in_word[wa3] <= wd3;
    end
end
always_comb 
begin
    rd1 = X_out_word[ra1];
    rd2 = X_out_word[ra2];
end
endmodule
`timescale 1ns/1ps
module custom_ula(
    input logic [7:0] SrcA, SrcB,
    input logic [2:0] ULAControl,
    output logic [7:0] ULAResult,
    output logic FlagZ
);
always_comb begin
    case(ULAControl)
        3'b000:  
            begin
                ULAResult = SrcA + SrcB;
                FlagZ = (ULAResult == 8'b0) ? 1'b1 : 1'b0;
            end
        3'b001:  
            begin
                ULAResult = SrcA + ~SrcB + 1;
                FlagZ = (ULAResult == 8'b0) ? 1'b1 : 1'b0;
            end
        3'b010:  
            begin
                ULAResult = SrcA & SrcB;
                FlagZ = (ULAResult == 8'b0) ? 1'b1 : 1'b0;
            end
        3'b011:  
            begin
                ULAResult = SrcA | SrcB;
                FlagZ = (ULAResult == 8'b0) ? 1'b1 : 1'b0;
            end
        3'b101:  
            begin
                ULAResult = (SrcA < SrcB) ? 8'hFF : 8'h00;
                FlagZ = (ULAResult == 8'b0) ? 1'b1 : 1'b0;
            end
        default:
            begin
                ULAResult = 8'b0;
                FlagZ = 1'b1;
            end
    endcase
end
endmodule
`timescale 1ns/1ps
module datapath101(
    input logic [2:0]ra1,
    input logic [2:0]ra2,
    input logic [2:0]wa3,
    input logic we3,
    input logic [7:0]wd3,
    input logic [7:0]constante,
    input logic [2:0]ULAControl,
    input logic select_src,
    input logic clk, rst,
    output logic [7:0] ULAResult,
    output logic FlagZ
);
logic [7:0] w_rd1SrcA;
logic [7:0] w_rd2;
logic [7:0] w_SrcB;
register8_bank reg8_bank_inst(
    .clk(clk),
    .rst(rst),
    .we3(we3),
    .wa3(wa3),
    .ra1(ra1),
    .ra2(ra2),
    .wd3(wd3),
    .rd1(w_rd1SrcA),
    .rd2(w_rd2)
);
muxULAsrc muxULAsrc_inst(
    .select_src(select_src),
    .constante(constante),
    .w_rd2(w_rd2),
    .w_SrcB(w_SrcB)
);
custom_ula ula_inst(
    .SrcA(w_rd1SrcA),
    .SrcB(w_SrcB),
    .ULAControl(ULAControl),
    .ULAResult(ULAResult),
    .FlagZ(FlagZ)
);
endmodule
`timescale 1ns/1ps
module muxULAsrc(
    input logic select_src,
    input logic [7:0] w_rd2, constante,
    output logic [7:0] w_SrcB
);
always_comb 
begin
    w_SrcB = select_src ? constante : w_rd2;
end
endmodule
==> flow/run.sh <==
#!/bin/bash
# OpenROAD 26Q1-2900-gdf79404cd8, Yosys 0.63+post, stock flow scripts
make -C /OpenROAD-flow-scripts/flow DESIGN_CONFIG=/design/flow/config.mk WORK_HOME=/design/flow/orfs finish
==> flow/config.mk <==
export PLATFORM = sky130hd
export DESIGN_NAME = datapath101
export DESIGN_NICKNAME = datapath101
export VERILOG_FILES = /design/flow/design.v
export SDC_FILE = /design/flow/constraint.sdc
export NUM_CORES = 4
export LEC_CHECK = 1
export CORE_UTILIZATION = 30
==> flow/constraint.sdc <==
current_design datapath101

set clk_period 13.0
set clk_io_pct 0.2

create_clock -name clk0 -period $clk_period [get_ports {clk}]

set non_clock_inputs [all_inputs -no_clocks]
set_input_delay [expr $clk_period * $clk_io_pct] -clock clk0 $non_clock_inputs
set_output_delay [expr $clk_period * $clk_io_pct] -clock clk0 [all_outputs]
==> impl_summary.log <==
[flow] summary of implementation run
[metrics] category of the worst setup path launch point: input pin
[metrics] clk buf depth: 2
[metrics] Max Clk Rate: 0.103 GHz
[metrics] violation count after the first detailed-routing iteration: 206
[metrics] setup total negative slack: 0 ns
[metrics] data required time of the critical path: 10.40 ns
[metrics] worst-path fanout max: 18
[metrics] Routability Congestion: 0.908
[metrics] fraction of final layout cells with drive strength greater than 1: 0.103
[metrics] hold slack: 0.334 ns
[metrics] mean routed wirelength per cell: 18.3 um
[metrics] Rel. slew slack: 0.541
[metrics] Final Max Slew Viols: 0
[metrics] first-pass iteration count of the detailed router: 4
[metrics] XOR/XNOR Area Share: 0.0126
[metrics] worst supply voltage drop on vdd: 0.0000928 V
[metrics] flip-flop and latch count after synthesis: 128
[metrics] Simple-Gate Fraction of Synth Area: 0.171
[metrics] Clock H-tree levels: 4
[metrics] adder-cell area share of the yosys netlist: 0.0544
[metrics] die span in x: 146 um
[metrics] clock latency of the later-clocked register in the worst-skew pair: 0.40 ns
[metrics] internal reg-to-reg setup slack: 12.45 ns
[metrics] maximum clock skew at final layout: 0.00539 ns
[metrics] area share of the largest cell type after synthesis: 0.307
[metrics] leakage component of the power: 2.90 nW
[metrics] Pre-Place Util: 0.307
[metrics] critical setup path kind: input pin to primary output
[metrics] Area growth, synth to finish: 20.5%
[metrics] Max-cap violations: 0
[metrics] antenna violations before repair: 0
[metrics] share of the clock period used by the worst path after layout: 0.748
[metrics] Antenna Violating Nets Remaining: 0
[metrics] clock tree from TritonCTS: built
[metrics] post-detailed-route via-to-cell ratio: 4.94
[metrics] gate count after technology mapping: 585
[metrics] total via count after detailed routing: 4,494
[metrics] first-pass GRT wire length: 25.7 mm
[metrics] multiplexer share of the synthesized area: 0.0560
[metrics] Final Hold Viols: 0
[metrics] netlist area before placement: 0.00626 sq mm
[metrics] number of global-route vias before repair: 4,330
[metrics] Diodes inserted: 0
[metrics] Num CTS Buffers: 17
[metrics] FFs w/ async S/R, synth: 0
[metrics] root buf cell: sky130_fd_sc_hd__clkbuf_16
[metrics] Post-DP HPWL: 12.7 mm
[metrics] number of setup buffers added after CTS: 0
[metrics] minimum clock period after layout: 9.72 ns
[metrics] clock-pin slew reported for the worst setup and hold paths after clock tree synthesis: 0.05 ns
[metrics] count of filler cells inserted in the layout: 1,990
[metrics] count of hold buffers inserted by post-cts repair: 0
[metrics] data arrival time of the worst path: 7.12 ns
[metrics] register share after synthesis: 0.512
[metrics] class of the tightest hold or removal check: flop to flop
[metrics] category of the worst setup path capture point: primary output
[metrics] cells taking the most area after synthesis: sky130_fd_sc_hd__edfxtp_1 (31%), sky130_fd_sc_hd__dfxtp_1 (20%), sky130_fd_sc_hd__and2_1 (6.4%)
[metrics] largest non-sequential cell family by area: simple AND/OR/NAND/NOR gates
[metrics] Syn. warnings: 5
[metrics] number of cell instances after yosys synthesis: 585
[metrics] total global routing overflow: 0
[metrics] I/O Buffers: 40
[metrics] drc violations: 0
[metrics] die extent in y: 146 um
[metrics] number of core rows: 52
[metrics] pin count of the biggest net entering global routing: 28
[metrics] post-synth tally of flip-flops with integrated enable: 64
[metrics] OpenROAD warning count: 41
[metrics] power density over cell area: 151 mW/mm^2
[metrics] leading cell types by count after synthesis: sky130_fd_sc_hd__and2_1 (64), sky130_fd_sc_hd__dfxtp_1 (64), sky130_fd_sc_hd__edfxtp_1 (64)
[metrics] and-or/or-and share of the synthesized area: 0.156
[metrics] WL final: 16.6 mm
[metrics] slew at the pin closest to its max-slew limit: 0.684 ns
[metrics] number of different library cells in the post-synthesis netlist: 66
[metrics] core outline area: 0.0204 sq mm
[metrics] count of boundary I/O pins: 41
[metrics] syn avg cell area: 10.7 sq um
[metrics] run status: finished clean
[metrics] RSZ-0062 raised after global routing: no
[metrics] clock sink total: 128
[metrics] post-synth area from yosys stat: 0.00626 sq mm
[metrics] cell type with the largest total area: sky130_fd_sc_hd__edfxtp_1
[metrics] total global-route track usage: 0.166
[metrics] area of the die: 0.0214 sq mm
[metrics] Resized Gates After CTS: 0
[metrics] setup violation total in the final timing report: 0
[metrics] primary flip-flop cell chosen by synthesis mapping: sky130_fd_sc_hd__edfxtp_1
==> registers in the layout, indices dropped and copies added (netlist names) <==
name,cells
reg8_bank_inst.genblk1.X.out_word,64
reg8_bank_inst.X_in_word,64
==> per-stage QoR <==
stage / utilization / std cells / area (sq um) / power (mW) / setup slack (ns)
after floorplan: - / 585 / 6260 / 0.598 / 5.12
final: 0.370 / 909 / 7540 / 1.14 / 3.28
after global routing: 0.370 / 909 / 7540 / 1.19 / 2.91
after detailed placement: 0.340 / 877 / 6930 / 0.666 / 3.29
after CTS: 0.370 / 909 / 7540 / 1.14 / 3.29
after global placement: 0.340 / 877 / 6930 / 0.669 / 3.34
==> metal layers <==
layer / track usage / wire length, um / vias to the layer above
li1: - / - / 2207
met1: 0.229 / 7090 / 2087
met2: 0.261 / 7910 / 176
met3: 0.0545 / 1270 / 24
met4: 0.0349 / 345 / 0
met5: 0 / 0 / -
==> area by class of cell <==
| class | instances | area [sq um] | area share |
|---|---|---|---|
| clock buffers | 22 | 485 | 0.0644 |
| clock inverters | 10 | 131 | 0.0174 |
| inverters | 23 | 86.3 | 0.0114 |
| repair buffers | 51 | 483 | 0.0640 |
| flip-flops and latches | 128 | 3200 | 0.425 |
| multi-input cells | 405 | 2820 | 0.373 |
| well taps | 270 | 338 | 0.0448 |
==> path summary, 6_finish.rpt <==
kind / start / endpoint / depth (start not counted)
worst max-delay path: ra1[2] / FlagZ / 16
worst min-delay path: reg8_bank_inst.X_in_word[6][5] / reg8_bank_inst.genblk1[6].X.out_word[5] / 0
worst max register to register: reg8_bank_inst.X_in_word[3][2] / reg8_bank_inst.genblk1[3].X.out_word[2] / 0
worst min register to register: reg8_bank_inst.X_in_word[6][5] / reg8_bank_inst.genblk1[6].X.out_word[5] / 0
==> power breakdown <==
group	switching, mW	leakage (nW)	internal [mW]	total [mW]
Clock	0.156	0.301	0.322	0.478
Sequential	0.0146	1.15	0.450	0.464
Combinational	0.111	1.44	0.0842	0.195
==> cell usage in the layout, fill, tap and decap left out, types with 4 or more instances in the layout <==
| cell | n |
|---|---|
| sky130_fd_sc_hd__and2_1 | 64 |
| sky130_fd_sc_hd__edfxtp_1 | 64 |
| sky130_fd_sc_hd__dfxtp_1 | 64 |
| sky130_fd_sc_hd__nor2_1 | 49 |
| sky130_fd_sc_hd__clkdlybuf4s50_1 | 40 |
| sky130_fd_sc_hd__nand2_1 | 25 |
| sky130_fd_sc_hd__o21ai_0 | 24 |
| sky130_fd_sc_hd__a21oi_1 | 24 |
| sky130_fd_sc_hd__ha_1 | 24 |
| sky130_fd_sc_hd__inv_1 | 20 |
| sky130_fd_sc_hd__clkbuf_16 | 18 |
| sky130_fd_sc_hd__mux2i_1 | 17 |
| sky130_fd_sc_hd__a221oi_1 | 14 |
| sky130_fd_sc_hd__buf_4 | 11 |
| sky130_fd_sc_hd__a21o_1 | 10 |
| sky130_fd_sc_hd__nor3_1 | 10 |
| sky130_fd_sc_hd__nand3_1 | 8 |
| sky130_fd_sc_hd__nand2b_1 | 8 |
| sky130_fd_sc_hd__o22ai_1 | 7 |
| sky130_fd_sc_hd__mux2_2 | 7 |
| sky130_fd_sc_hd__nor2b_1 | 7 |
| sky130_fd_sc_hd__o211ai_1 | 7 |
| sky130_fd_sc_hd__a211oi_1 | 7 |
| sky130_fd_sc_hd__xnor2_1 | 6 |
| sky130_fd_sc_hd__a31oi_1 | 5 |
| sky130_fd_sc_hd__or3_1 | 5 |
| sky130_fd_sc_hd__o21ai_1 | 5 |
| sky130_fd_sc_hd__a22o_1 | 4 |
| sky130_fd_sc_hd__mux4_2 | 4 |
| sky130_fd_sc_hd__a311oi_1 | 4 |
| sky130_fd_sc_hd__a21boi_0 | 4 |
| sky130_fd_sc_hd__and3_1 | 4 |
| sky130_fd_sc_hd__nand4_1 | 4 |
| sky130_fd_sc_hd__clkinv_2 | 4 |
==> logic make-up (layout without fill, tap and decap cells) <==
kind of cell,count (synthesis),in the layout
and+or+nand+nor,200,200
AOI/OAI and AO/OA,141,141
DFF,128,128
buffers and inverters,52,106
muxes,29,29
adders and majority gates,26,26
xor gates and xnor gates,9,9
==> worst max-delay path: stages <==
cell	delay (ns)
sky130_fd_sc_hd__clkdlybuf4s50_1	0.74
sky130_fd_sc_hd__inv_1	0.49
sky130_fd_sc_hd__o21ai_0	0.15
sky130_fd_sc_hd__a21boi_0	0.15
sky130_fd_sc_hd__o22ai_1	0.22
sky130_fd_sc_hd__a221oi_1	0.10
sky130_fd_sc_hd__or2_2	0.35
sky130_fd_sc_hd__ha_1	0.23
sky130_fd_sc_hd__fa_1	0.43
sky130_fd_sc_hd__o21bai_1	0.19
sky130_fd_sc_hd__a21o_1	0.18
sky130_fd_sc_hd__nand3_1	0.10
sky130_fd_sc_hd__a31oi_1	0.50
sky130_fd_sc_hd__a311oi_1	0.11
sky130_fd_sc_hd__o41ai_2	0.08
sky130_fd_sc_hd__clkdlybuf4s50_1	0.50
Power figures rest on the tool's default switching activity, not on a simulated workload.
